===== ./run.sh =====
#!/bin/bash
# OpenROAD 26Q1-2900-gdf79404cd8, Yosys 0.63+post, stock flow scripts
make -C /OpenROAD-flow-scripts/flow DESIGN_CONFIG=/design/flow/config.mk WORK_HOME=/design/flow/orfs finish

===== ./constraint.sdc =====
current_design SystolicArray

set clk_period 7.4
set clk_io_pct 0.2

create_clock -name clk0 -period $clk_period [get_ports {clk_i}]

set non_clock_inputs [all_inputs -no_clocks]
set_input_delay [expr $clk_period * $clk_io_pct] -clock clk0 $non_clock_inputs
set_output_delay [expr $clk_period * $clk_io_pct] -clock clk0 [all_outputs]

===== ./config.mk =====
export PLATFORM = sky130hd
export DESIGN_NAME = SystolicArray
export DESIGN_NICKNAME = SystolicArray
export VERILOG_FILES = /design/flow/design.v
export SDC_FILE = /design/flow/constraint.sdc
export NUM_CORES = 4
export LEC_CHECK = 1
export CORE_UTILIZATION = 30
export SYNTH_HDL_FRONTEND = slang

===== ./design.v =====
module PE(
    input clk_i, rst_i,
    input [3:0] top_i, left_i,
    output reg [3:0] bottom_o, right_o,
    input wire [10:0] accum_i,
    output wire [10:0] accum_o
);
wire [7:0] product;  
assign product = top_i * left_i;
assign accum_o = (rst_i) ? 11'd0 : accum_i + product;
always @(posedge clk_i or posedge rst_i) begin
    if (rst_i)  begin
        bottom_o = 0;
        right_o = 0;       
    end else begin
        bottom_o = top_i;
        right_o = left_i;
    end
end
endmodule
module SystolicArray #(parameter N = 4)(
  input wire clk_i, rst_i,
  input wire [3:0] MatA_i [N][N],
  input wire [3:0] MatB_i [N][N],
  output reg [10:0] resultMatrix_o [N][N],
  output reg [4:0] counter = 0,
  output reg done_o = 0
);
reg [3:0] col_start[0:N];
reg [3:0] row_start[0:N];
wire [10:0] resultMatrix_wires[0:N][0:N];
wire [3:0] col_wire[0:N][0:N];
wire [3:0] row_wire[0:N][0:N];
reg [3:0] col_reg [0:N][0:N];
reg [3:0] row_reg [0:N][0:N];
generate
  for (genvar i=0; i<N; i++) begin : edges_init
      assign col_wire[0][i] = col_start[i];
      assign row_wire[i][0] = row_start[i];
    end
endgenerate
generate
  for (genvar i=0; i<N; i++) begin : rows
    for (genvar j=0; j<N; j++) begin : cols
      PE pe(
        .clk_i(clk_i),
        .rst_i(rst_i),
        .top_i(col_reg[i][j]),
        .left_i(row_reg[i][j]),
        .bottom_o(col_wire[i+1][j]),
        .right_o(row_wire[i][j+1]),
        .accum_i(resultMatrix_o[i][j]),
        .accum_o(resultMatrix_wires[i][j])
      );
    end
  end
endgenerate 
always@(posedge clk_i) begin
  for (int i=0; i<N; i++) begin
    for (int j=0; j<N; j++) begin
      resultMatrix_o[i][j] = (rst_i) ? 0 : resultMatrix_wires[i][j];
      col_reg[i][j] = (rst_i) ? 0 : col_wire[i][j];
      row_reg[i][j] = (rst_i) ? 0 :  row_wire[i][j];
    end
  end
end
always_comb begin
  for (int i=0; i<N; i++) begin :init
    if (i <= counter && counter < N+i) begin
      row_start[i] = MatA_i[i][counter-i];
      col_start[i] = MatB_i[counter-i][i];
    end
    else begin
      row_start[i] = 4'd0;
      col_start[i] = 4'd0;
    end
  end
end
always @(posedge clk_i or posedge rst_i) begin
  if (rst_i) begin
    counter <= 0;
    done_o <= 0;
  end else begin
    counter = counter + 1;
    if (counter == 3*N-1) begin
      done_o = 1;
      counter = 0;		
    end
    else 
      done_o = 0;
  end
end
endmodule

==> summary.txt <==
Results of an implementation run.

The flow ran to the end, and the final reports show no timing, DRC or antenna violations. Before any placement, the netlist area is recorded as between 20000 and 30000 um2. The proportion of power drawn by combinational gates is 0.073.

The clock drives approximately 410 sinks. The H-tree depth reported by CTS is 2. The total global routing overflow is 0.

The share of total power dissipated in sequential elements is 0.429. The aggregate negative setup slack is 0 ns. The pin closest to its max-slew limit shows a slew of around 0.70 ns. The maximum net fanout on the critical path is 5. On the worst path, the slowest cell contributes a delay of about 0.56 ns. The chip occupies 85200 um2. Looking at the reg2reg group, the worst path ends at resultMatrix_o[109]$_SDFF_PP0_. The area fraction of the largest cell type after synthesis is 0.241. Per STA, the worst path is made up of nand2_1 -> fa_1 -> fa_1 -> fa_1 -> inv_1 -> ha_1 -> a211oi_1 -> o21ai_0 -> a22oi_1 -> mux2_2. The number of max-slew violations in the final report is 0. Port buffering added about 310 buffers. At the end of routability-driven placement, the weighted congestion stood at ~0.86. During I/O placement, the number of pins put on the boundary was 312. In this run, CTS created clock tree buffers numbering approximately 51. The wire-length estimate of the detail-placed layout is between 40000 and 50000 um. The first-pass GRT wire length is between 90000 and 100000 um. The number of antenna violations at the first check in global routing came to 1. The largest voltage drop on the vdd net is between 100 and 150 uV.

The total cells reported by yosys after synthesis is between 2000 and 3000. Once iteration 0 of detailed routing completed, the report listed 738 DRC markers. The number of maximum-capacitance constraint violations is 0.

The floorplan utilization is 0.305. The maximum clock rate is roughly 270 MHz. The launch point of the worst register-to-register path is recorded as row_reg[69]$_SDFF_PP0_. Yosys reported a register bit count of between 400 and 500. The number of global-route vias before repair is 17679. After layout, the design draws a total of approximately 5.4 mW. The end point of the worst hold path is rows[3].cols[0].pe.right_o[3]$_DFF_PP0_. The first detailed-routing pass ran for 5 iterations. The ratio of cells with drive above 1 in the final layout is 0.0632. The DRC violation total left in the routed layout is recorded as 0. By startpoint and endpoint, the worst setup path is classified as reg -> reg. The timing report shows the most common cell along the critical path to be sky130_fd_sc_hd__fa_1. The mean instance size in the synthesized netlist is slightly below 10 um2. The tightest slew margin relative to the limit is 0.535. The core region is about 83000 um2. The part of the total power dissipated in the clock network is 0.498. The type recorded for the worst min-delay path is reg -> reg. The distinct cell type count after synthesis is 46. The time the final worst path needs with I/O delays and setup is roughly 3.7 ns. The utilization of the core after routing is 0.379. The largest total area in the synthesized netlist belongs to sky130_fd_sc_hd__dfxtp_1.

The area recorded from the Yosys report for this design is approximately 25000 um2. The sequential cell area fraction in the yosys report is 0.343. The worst hold path passes through 0 cells. In the global route stage, overall resource usage came out at 0.144. The main area contributors are sky130_fd_sc_hd__dfxtp_1 (24%), sky130_fd_sc_hd__ha_1 (14%), sky130_fd_sc_hd__fa_1 (11%).

Entering global routing, the biggest net connects ~80 pins. The cell sitting at the root of the clock tree is a sky130_fd_sc_hd__clkbuf_16. The number of cells on the worst reg-to-reg path is 10. For this run, the detailed router reports a per-instance via density of 4.50.

The critical path launch point type is a register. The number of warnings reported in the stage logs is 28. In this run, post-CTS hold repair placed 0 buffers. The registers of the reported paths see a clock transition of approximately 0.060 ns. The internal power contribution is 4.17 mW. TritonCTS built the clock tree. Setup repair after global routing left no endpoint under its margin. The net switching power of the design is between 1 and 1.5 mW. The worst reg-to-reg setup slack is about 3.7 ns. The detail-routed net length per standard cell is about 15 um. Counting the warning lines in the Yosys log gives 0. The post-CTS repair timing setup buffer count is 0. After detailed routing, the total wire length is ~59000 um. The remaining number of nets flagged by the antenna check after routing is 0.

The number of hold violations in the final report is 0. Post-CTS repair changed the size of 0 cells. The required time at the endpoint of the critical path is about 8 ns. The repair_antennas step left the layout with diodes totalling 0. The synthesis-to-layout area growth is 24.3%. The clock arrives with about 0.015 ns of skew. The final report lists the setup-violating endpoint count as 0. According to the floorplan log, the row count is ~110.

Switching power as a fraction of the total was reported as 0.229. Of the available clock period, the critical path in the final layout requires 0.505. The critical path's slowest stage uses the library cell sky130_fd_sc_hd__fa_1. The critical path data arrival time is roughly 4.2 ns. The maximum clock path buffer count is 3.

The reported leakage power is ~14 nW. The clock reaches the later pin of the worst-skew pair after slightly below 0.6 ns. From bottom edge to top edge, the die measures between 200 and 300 um.

The power per cell area is 172 nW/um2. The worst setup path is captured at a register. The die is between 200 and 300 um wide. The register with the most flip-flops in the layout has 176 of them. Synthesis handed over a netlist of around 2600 instances. The via count is 17975. The source of the worst hold timing path is row_reg[39]$_SDFF_PP0_.
[critical path, delay by kind of cell, from the launching register on]
family	cells	cell delay (ns)
flops	1	0.43
simple gates	1	0.11
mux	1	0.36
buf+inv	1	0.04
compound gates	3	0.98
fa+ha+maj	4	1.70
[power groups by stage]
| stage | Combinational [mW] | Sequential (mW) | Clock, mW |
|---|---|---|---|
| after CTS | 0.405 | 2.32 | 2.79 |
| after global routing | 0.448 | 2.33 | 2.86 |
| final | 0.396 | 2.32 | 2.69 |
[metal layers]
| metal | GRT usage | vias to the layer above | wire length, um |
|---|---|---|---|
| li1 | - | 9175 | - |
| met1 | 0.200 | 8378 | 26100 |
| met2 | 0.232 | 351 | 27600 |
| met3 | 0.0397 | 71 | 4090 |
| met4 | 0.0221 | 0 | 982 |
| met5 | 0 | - | 0 |
[stage by stage]
stage | hold WS, ns | instances | worst slack [ns] | cell area (um2)
after CTS | 0.386 | 3998 | 3.62 | 31300
after floorplan | 0.357 | 2567 | 1.42 | 25200
after global routing | 0.398 | 3998 | 3.39 | 31300
after detailed placement | 0.376 | 3903 | 3.45 | 29500
after global placement | 0.376 | 3903 | 3.45 | 29500
final | 0.388 | 3998 | 3.66 | 31300
[Yosys cell counts, drive strengths merged]
cell     number
nand2       119
or4          26
fa          144
mux2         32
mux4         32
inv         375
buf          30
nor3b        36
nor4          8
mux2i        16
dfrtp       102
nor4b        17
clkbuf       27
nor2        163
a211oi       48
nor3         23
xor2         13
xnor2        23
dfxtp       304
o311ai        6
a31oi        14
o21ai        59
and2        186
nand4         2
a22oi        16
a21o          6
and3          8
o21a          2
o21bai       22
nand3        45
nor2b       181
or3          34
o211ai       33
a21oi        90
ha          292
o2111ai       6
nand4b        4
o31a          2
nand2b       21
[how the worst max path moves through the flow]
stage                 startpoint                        endpoint  slack (ns)  cells past startpoint
4_1_cts   col_reg[88]$_SDFF_PP0_  resultMatrix_o[153]$_SDFF_PP0_        3.62                     10
5_1_grt   row_reg[69]$_SDFF_PP0_  resultMatrix_o[109]$_SDFF_PP0_        3.39                     10
6_report  row_reg[69]$_SDFF_PP0_  resultMatrix_o[109]$_SDFF_PP0_        3.66                     10
[cells in the final DEF (no fill, tap or decap), drive strengths merged, types with 26 or more instances in the layout]
| cell type | n |
|---|---|
| a211oi | 48 |
| a21oi | 90 |
| and2 | 186 |
| clkbuf | 69 |
| clkdlybuf4s50 | 310 |
| dfrtp | 102 |
| dfxtp | 304 |
| fa | 144 |
| ha | 292 |
| inv | 376 |
| mux2 | 32 |
| mux4 | 32 |
| nand2 | 119 |
| nand3 | 45 |
| nor2 | 163 |
| nor2b | 181 |
| nor3b | 36 |
| o211ai | 33 |
| o21ai | 59 |
| or3 | 34 |
| or4 | 26 |
[cells by family (layout without fill, tap and decap cells)]
| group | count (synthesis) | in the layout | synth area share |
|---|---|---|---|
| buffers and inverters | 432 | 793 | 0.0664 |
| DFF | 406 | 406 | 0.343 |
| xor gates and xnor gates | 36 | 36 | 0.0125 |
| muxes | 80 | 80 | 0.0492 |
| adders and majority gates | 436 | 436 | 0.259 |
| AOI/OAI and AO/OA | 304 | 304 | 0.0777 |
| and+or+nand+nor | 873 | 873 | 0.192 |
[area by class of cell]
class | instances | area [um2]
multi-input cells | 1729 | 14900
repair buffers | 323 | 3220
clock buffers | 69 | 1460
clock inverters | 26 | 374
well taps | 1070 | 1340
fillers | 8041 | 51300
flip-flops and latches | 406 | 8640
inverters | 375 | 1410
Power figures rest on the tool's default switching activity, not on a simulated workload.
